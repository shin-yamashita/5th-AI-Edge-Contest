==> ./design.v <==
`timescale 1ns/1ns
 typedef logic [1:0]         u2_t;
 typedef logic [2:0]         u3_t;
 typedef logic signed [2:0]  s3_t;
 typedef logic [3:0]         u4_t;
 typedef logic signed [3:0]  s4_t;
 typedef logic [4:0]         u5_t;
 typedef logic [5:0]         u6_t;
 typedef logic [6:0]         u7_t;
 typedef logic [7:0]         u8_t;
 typedef logic signed [7:0]  s8_t;
 typedef logic [8:0]         u9_t;
 typedef logic signed [8:0]  s9_t;
 typedef logic [9:0]         u10_t;
 typedef logic signed [9:0]  s10_t;
 typedef logic [10:0]        u11_t;
 typedef logic signed [10:0] s11_t;
 typedef logic [11:0]        u12_t;
 typedef logic signed [11:0] s12_t;
 typedef logic [15:0]        u16_t;
 typedef logic signed [15:0] s16_t;
 typedef logic [16:0]        u17_t;
 typedef logic signed [16:0] s17_t;
 typedef logic [17:0]        u18_t;
 typedef logic signed [17:0] s18_t;
 typedef logic [19:0]        u20_t;
 typedef logic signed [19:0] s20_t;
 typedef logic [23:0]        u24_t;
 typedef logic signed [23:0] s24_t;
 typedef logic [27:0]        u28_t;
 typedef logic signed [27:0] s28_t;
 typedef logic [28:0]        u29_t;
 typedef logic signed [28:0] s29_t;
 typedef logic [31:0]        u32_t;
 typedef logic signed [31:0] s32_t;
 typedef logic [32:0]        u33_t;
 typedef logic signed [32:0] s33_t;
 typedef logic [33:0]        u34_t;
 typedef logic signed [33:0] s34_t;
 typedef logic [47:0]        u48_t;
 typedef logic signed [47:0] s48_t;
 typedef logic [63:0]        u64_t;
 typedef logic signed [63:0] s64_t;
module rv_regf 
  # (parameter Nregs = 16)
  (
  input  logic clk,
  input  u5_t  ars1,	 
  input  u5_t  ars2,	 
  output u32_t rs1,	 
  output u32_t rs2,	 
  input  u5_t  awd,	 
  input  logic we,	 
  input  u32_t wd	 
  );
  u32_t regf[Nregs];	 
  always @(posedge clk) begin
    if(awd > 0 && we)
      regf[awd] <= wd;
  end
  always_comb begin
    if(ars1 == 5'd0)
      rs1 <= 32'd0;
    else
      rs1 <= regf[ars1];
    if(ars2 == 5'd0)
      rs2 <= 32'd0;
    else
      rs2 <= regf[ars2];
  end
endmodule
==> ./run.sh <==
#!/bin/bash
# OpenROAD 26Q1-2900-gdf79404cd8, Yosys 0.63+post, stock flow scripts
make -C /OpenROAD-flow-scripts/flow DESIGN_CONFIG=/design/flow/config.mk WORK_HOME=/design/flow/orfs finish
==> ./config.mk <==
export PLATFORM = sky130hd
export DESIGN_NAME = rv_regf
export DESIGN_NICKNAME = rv_regf
export VERILOG_FILES = /design/flow/design.v
export SDC_FILE = /design/flow/constraint.sdc
export NUM_CORES = 4
export LEC_CHECK = 1
export CORE_UTILIZATION = 50
==> ./constraint.sdc <==
current_design rv_regf

set clk_period 11.6
set clk_io_pct 0.2

create_clock -name clk0 -period $clk_period [get_ports {clk}]

set non_clock_inputs [all_inputs -no_clocks]
set_input_delay [expr $clk_period * $clk_io_pct] -clock clk0 $non_clock_inputs
set_output_delay [expr $clk_period * $clk_io_pct] -clock clk0 [all_outputs]
==> impl_metrics.tcl <==
# place-and-route summary
set metrics [dict create \
    fin_util_pct 58.28 \
    p_per_area_nw_per_um2 150.8 \
    top_cells_by_count "edfxtp_1, mux2i_1, mux4_2" \
    synth.largest_area_cell "edfxtp_1" \
    grt_util_all_layers_pct 30.32 \
    logic_family "multiplexers" \
    synthArstFlopShare_pct 0 \
    clk_pin_slew_ns 0.06 \
    yosysWarnings 1 \
    max_freq_mhz 127.6 \
    seq_area_frac_synth_pct 64.53 \
    dp.cells 2047 \
    status "finished clean" \
    hpwlAfterDp_um 34870 \
    rsz0062_at_grt "no" \
    gp_congestion 0.8558 \
    top_area_share_pct 64.53 \
    top_cell "edfxtp_1" \
    warnings 25 \
    regMostFlops "regf" \
    synth-simple-area-share_pct 2.116 \
    cts_made_buffers 54 \
    grt_overflow 0 \
    path_cells "clkbuf_8 -> buf_4 -> buf_4 -> mux4_2 -> a22o_1 -> a221o_1 -> clkdlybuf4s50_1" \
    grt_pass1_wl_um 94690 \
    ir_drop_uv 106.4 \
    start_kind "input pin" \
    adder_share_pct 0 \
    fin_crit_ns 7.835 \
    antenna_found_initial 1 \
    htreeDepth 2 \
    xor_share_pct 0 \
    cp.depth 7 \
    die.size.y_um 220.3 \
    cts_tree "built" \
    maxCapViolCount 0 \
    largest_reg_flops 512 \
    path_buffers 4 \
    n_antenna_cell 0 \
    hold_depth 1 \
    die_w_um 220.3 \
    cp_data_arrival_time_ns 5.51 \
    required_ns 9.28 \
    synth.area.top_cells "edfxtp_1, mux4_2, mux2i_1, mux2_2, o22ai_1" \
    flop_cell "edfxtp_1" \
    synth-seq-cells 512 \
    ys_sh_mux_pct 22.71 \
    ys_cells 1395 \
    cts_setup_buffers 0 \
    rows 79 \
    aoi_share_pct 8.082 \
    endpoint_kind "primary output" \
    drt-total-wl_um 64100 \
    relSlewSlack_pct 48.34 \
    finalHoldViolations 0 \
    area_growth_pct 14.37 \
    syn-cell-area_um2 23830 \
    io_buffers 112 \
    synth-edff-count 512 \
    synth_cell_types 37 \
    cp_max_fo 48 \
    cts.sinks 512 \
    setup_tns_ns 0 \
    layout-drive-gt1-share_pct 21.60 \
    clockBufferDepth 3 \
    slew_viol_final 0 \
    vias_per_cell 6.551 \
    syn_inst 1395 \
    worst-setup-path-type "input pin to primary output" \
    grt_pass1_vias 15530 \
    die_area_um2 48530 \
    cpMostUsedCell "buf_4" \
    worst_slew_pin_slew_ns 0.7731 \
    cts_hold_buf 0 \
    pin_count 113 \
    syn_avg_cell_area_um2 17.08 \
    cpPeakStageDelay_ns 0.58 \
    first_pass_iters 26 \
    final_antenna_net_count 0 \
    coreArea_um2 46750 \
    leakagePower_uw 0.009025 \
    grt_max_degree 87 \
    post_cts_resized 0 \
    drc 0 \
    crit_family "buffers and inverters" \
    cp_slowest_cell "buf_4" \
    drtIter0Drc 790 \
    top_regs "regf: 512 flops" \
    vias 14050 \
    finalCritPeriodShare_pct 67.54 \
    fp_util_pct 50.96 \
    worst_hold_path_type "input pin to flop" \
    wire_per_inst_um 29.90 \
    stdcell_count 2144 \
    yosysChipArea_um2 23830 \
    clockRootBuffer "clkbuf_16" \
    setup_violations 0 \
]
routing by layer:
layer / vias up / track usage, % / share of wire [%]
met5: - / 1.515 / 0.12
met4: 4 / 5.954 / 2.5
met3: 105 / 20.06 / 15
met2: 871 / 43.64 / 47
met1: 7031 / 41.91 / 36
li1: 6034 / - / -
kinds of logic (layout without fill, tap and decap cells):
group,count (synthesis),in the layout
and+or+nand+nor,117,117
AOI/OAI and AO/OA,280,280
muxes,374,374
DFF,512,512
buffers and inverters,112,254
final timing paths:
kind	start	to	slack (ns)
max	ars2[1]	rs2[27]	3.77
min	wd[31]	regf[3][31]$_DFFE_PP_	2.62
cells in the final DEF, fill, tap and decap left out, types with 2 or more instances in the layout:
cell type,count
or3b_2,2
mux2_2,64
nand3b_1,3
a22oi_1,36
nor2b_4,2
nand2b_1,2
o211ai_1,19
nor2_4,12
buf_4,48
edfxtp_1,512
o22ai_1,46
a211oi_1,21
clkinv_2,11
mux4_1,6
a22o_1,14
o2111ai_1,13
clkbuf_1,12
a21oi_1,33
and2_2,2
o31ai_1,12
bufinv_16,3
nor2b_1,2
clkbuf_16,57
nor3_1,2
o21ai_1,5
mux4_2,119
nor3_2,4
o21ai_0,52
clkinv_1,13
clkdlybuf4s50_1,105
nor2_1,21
a221o_1,27
mux2i_1,185
nand2_1,60
power breakdown:
part           internal, uW  switching [uW]
sequential             2080            14.6
clock                   954             686
combinational           176             204
stage by stage:
stage	setup WS, ns	hold slack, ns	area [um^2]	total power, uW
CTS	3.690	2.614	27250	4143
floorplan	4.854	2.419	23830	2336
global placement	3.697	3.221	25580	2507
detailed placement	3.697	3.254	25580	2509
finish	3.765	2.624	27250	4109
global route	3.530	2.673	27250	4242
final cells by class:
class | instances | area, um^2
Fill cell | 3474 | 19500
Sequential cell | 512 | 15370
Multi-Input combinational cell | 771 | 7976
Clock buffer | 69 | 1471
Timing Repair Buffer | 157 | 1465
Tap cell | 607 | 759.5
Clock inverter | 28 | 202.7
Power is estimated from default activity; no workload was simulated.
