**/design/flow/run.sh**
```bash
#!/bin/bash
# OpenROAD 26Q1-2900-gdf79404cd8, Yosys 0.63+post, stock flow scripts
make -C /OpenROAD-flow-scripts/flow DESIGN_CONFIG=/design/flow/config.mk WORK_HOME=/design/flow/orfs finish
```
**/design/flow/config.mk**
```make
export PLATFORM = sky130hd
export DESIGN_NAME = rv_sio
export DESIGN_NICKNAME = rv_sio
export VERILOG_FILES = /design/flow/design.v
export SDC_FILE = /design/flow/constraint.sdc
export NUM_CORES = 4
export LEC_CHECK = 1
export CORE_UTILIZATION = 50
```
**/design/flow/constraint.sdc**
```tcl
current_design rv_sio

set clk_period 4.2
set clk_io_pct 0.2

create_clock -name clk0 -period $clk_period [get_ports {clk}]

set non_clock_inputs [all_inputs -no_clocks]
set_input_delay [expr $clk_period * $clk_io_pct] -clock clk0 $non_clock_inputs
set_output_delay [expr $clk_period * $clk_io_pct] -clock clk0 [all_outputs]
```
**/design/flow/design.v**
```verilog
`timescale 1ns/1ns
 typedef logic [1:0]         u2_t;
 typedef logic [2:0]         u3_t;
 typedef logic signed [2:0]  s3_t;
 typedef logic [3:0]         u4_t;
 typedef logic signed [3:0]  s4_t;
 typedef logic [4:0]         u5_t;
 typedef logic [5:0]         u6_t;
 typedef logic [6:0]         u7_t;
 typedef logic [7:0]         u8_t;
 typedef logic signed [7:0]  s8_t;
 typedef logic [8:0]         u9_t;
 typedef logic signed [8:0]  s9_t;
 typedef logic [9:0]         u10_t;
 typedef logic signed [9:0]  s10_t;
 typedef logic [10:0]        u11_t;
 typedef logic signed [10:0] s11_t;
 typedef logic [11:0]        u12_t;
 typedef logic signed [11:0] s12_t;
 typedef logic [15:0]        u16_t;
 typedef logic signed [15:0] s16_t;
 typedef logic [16:0]        u17_t;
 typedef logic signed [16:0] s17_t;
 typedef logic [17:0]        u18_t;
 typedef logic signed [17:0] s18_t;
 typedef logic [19:0]        u20_t;
 typedef logic signed [19:0] s20_t;
 typedef logic [23:0]        u24_t;
 typedef logic signed [23:0] s24_t;
 typedef logic [27:0]        u28_t;
 typedef logic signed [27:0] s28_t;
 typedef logic [28:0]        u29_t;
 typedef logic signed [28:0] s29_t;
 typedef logic [31:0]        u32_t;
 typedef logic signed [31:0] s32_t;
 typedef logic [32:0]        u33_t;
 typedef logic signed [32:0] s33_t;
 typedef logic [33:0]        u34_t;
 typedef logic signed [33:0] s34_t;
 typedef logic [47:0]        u48_t;
 typedef logic signed [47:0] s48_t;
 typedef logic [63:0]        u64_t;
 typedef logic signed [63:0] s64_t;
module rv_sio (
    input  logic clk,
    input  logic xreset,
    input  u5_t  adr,
    input  logic cs,
    input  logic rdy,
    input  u4_t  we,
    input  logic re,
    output logic irq,
    input  u32_t dw,
    output u32_t dr,
    output logic txd,
    input  logic rxd,
    input  logic dsr,
    output logic dtr,
    output logic txen
    );
    u8_t  rfifo[4], tfifo[4];
    logic [1:0] rrp, rwp;
    logic [1:0] trp, twp;
    u8_t  tx, rx;
    u3_t  tbc, rbc;
    logic [1:0] rxlp;
    logic [1:0] inte, irq0;
    logic idsr;
    logic sndbrk;
    logic [13:0] br, tbrc, rbrc;
    logic txf, rxe, rxf;
    logic cs0, re1;
    typedef enum logic [1:0] {Idle, StartBit, Trans, StopBit} state_t;
    state_t rst, tst;
    assign cs0 = cs && adr[4:2] == 3'd0;
    assign dr = re1 ? {16'(br), {sndbrk, 1'b0, inte[1], irq0[1], inte[0], irq0[0], txf, rxe}, rfifo[rrp]} : 'd0;
    assign txf = 2'(twp + 'd1) == trp;
    assign rxe = (rwp == rrp);
    assign rxf = 2'(rwp - rrp) > 'd1;
    assign irq0[1] = (inte[1] && !rxe);
    assign irq0[0] = (inte[0] && !txf);
    assign irq     = irq0[0] | irq0[1];
    always_ff @(posedge clk) begin
        if(rdy) begin
            re1 <= cs0 && re;
        end
        if(!xreset) begin
            br   <= 'd10;
            rrp  <= 'd0;
            twp  <= 'd0;
            inte <= 2'b00;
            sndbrk <= 1'b0;
        end else begin
            if(cs0 && rdy) begin
                if(we[0]) begin
                    tfifo[twp] <= dw[7:0];
                    twp <= twp + 'd1;
                end
                if(we[1] && dw[8]) begin
                    rrp <= rrp + 'd1;
                end
                if(we[1]) begin
                    sndbrk  <= dw[15];	 
                    inte[1] <= dw[13];	 
                    inte[0] <= dw[11];	 
                end
                if(we[3]) begin
                    br[13:8] <= dw[29:24];
                end
                if(we[2]) begin
                    br[7:0] <= dw[23:16];
                end
            end
        end
    end
    always_ff @(posedge clk) begin  
        if(!xreset) begin
            tbrc <= 'd2;
            txd  <= 1'b1;
            txen <= 1'b0;
            trp  <= 'd0;
            tst  <= Idle;
            idsr <= 1'b0;
        end else begin
            if(tbrc == 'd1) begin
                idsr <= dsr;
                tbrc <= br;
                case (tst)
                Idle: begin
                    if(!((twp == trp) || idsr)) begin
                        tx  <= tfifo[trp];
                        trp <= trp + 'd1;
                        tst <= StartBit;
                    end
                    txd  <= !sndbrk;
                    txen <= 1'b0;
                    tbc  <= 3'd0;
                    end
                StartBit: begin
                    tst  <= Trans;
                    txd  <= 1'b0;
                    txen <= 1'b1;
                    end
                Trans: begin
                    tx  <= {1'b0, tx[7:1]};
                    txd <= tx[0];
                    tbc <= tbc + 'd1;
                    if(tbc == 'd7) begin
                        tst <= StopBit;
                    end
                end
                StopBit: begin
                    txd <= 1'b1;
                    tst <= Idle;
                    end
                default:
                    tst <= Idle;
                endcase
            end else begin
                tbrc <= tbrc - 'd1;
            end
        end
    end
    always_ff @(posedge clk) begin  
        rxlp <= {rxlp[0], rxd};
        dtr <= rxf;
        if(!xreset) begin
            rbrc <= 'd2;
            rst  <= Idle;
            rwp  <= 'd0;
        end else begin
            if(rst == Idle) begin
                if(rxlp == 2'b10) begin   
                    rbrc <= {1'b0,br[13:1]};
                    rst  <= StartBit;
                end
            end else if(rbrc == 'd1) begin
                rbrc <= br;
                case (rst)
                StartBit: begin
                    rst <= Trans;
                    rbc <= 3'd0;
                end
                Trans: begin
                    rx  <= {rxlp[1], rx[7:1]};	 
                    rbc <= rbc + 'd1;
                    if(rbc == 'd7) begin
                        rfifo[rwp] <= {rxlp[1], rx[7:1]};
                        rwp <= rwp + 'd1;
                        rst <= Idle;
                    end
                end
                default:
                    rst <= Idle;
                endcase
            end else begin
               rbrc <= rbrc - 'd1;
            end
        end
    end
endmodule
```
==> impl_metrics.ini <==
; generated from flow reports
[setup_path]
path_cells = inv_1 -> ha_1 -> xor2_1 -> nor2_1 -> and2_1 -> clkdlybuf4s50_1
cpPeakStageDelay_ps = 460
startpoint_type = flop
critPathSlowestCell = clkdlybuf4s50_1
cp-end-kind = output port
cp.arrival_ps = 2250
crit_fanout = 4
crit_required_ps = 3360
reg2reg_depth = 4
crit_type = flop to output port

[yosys]
yosys.area.top_type_share_pct = 37.1
yosys-top-cells-area = edfxtp_1 37%, dfxtp_1 20%, mux2i_1 5.6%, mux4_2 5.2%, and2_1 3.4%
yosys.area.top_type = edfxtp_1
ys_seq_share_pct = 57.3
ys_area_um2 = 6950
async_reset_ff_share_pct = 0
synthDistinctLibCells = 57
ys.flops = 156
synthCells = 574
yosys_warnings = 1
ys_cells = 574
ys.flop_type = edfxtp_1
syn_area_per_cell_um2 = 12.1
synth-edff-count = 86
synth_area_um2 = 6950

[final_timing]
fmax_mhz = 324
setup_viol = 0
worstMarginPinSlew_ps = 928
slew_headroom_pct = 37.6
fin_crit_sh_pct = 73.5
fin_skew_ps = 7.84
tns_ps = 0
hold_viol = 0
grt_setup_unrepaired = no
drv_slew = 0
min_period_ps = 3090

[placed_design]
gp_congestion = 0.861
portBuffers = 72
dp_hpwl_mm = 9.52
dpl_cell_area_um2 = 7790
place_inst = 795

[global_route]
grt_pass1_wl_mm = 23.1
grt_pass1_vias = 4510
grt_use_total_pct = 22.4
grt_max_degree = 39
antenna_found_initial = 0
overflow = 0

[min_path]
hp-class = flop to flop
worst_hold_path.num_cells = 0

[cts]
path_clk_slew_ps = 60
cts_tree = built
cts_setup_buffers = 0
clock_path_buffers = 2
cts-hold-fix-buffers = 0
clk_latency_ps = 410
numCtsBuffers = 17
cts_resized = 0
ctsHtreeMaxLevel = 4
clock-sinks = 156
cts-root-buf = clkbuf_16

[finish]
final.fill_count = 1059
drive_above_1_share_pct = 11.5
final_area_um2 = 8370
final_cell_mix = 86 x edfxtp_1, 72 x clkdlybuf4s50_1, 70 x dfxtp_1, 46 x nor2_1, 39 x mux2i_1
layout_top_cell = edfxtp_1
syn_to_final_growth_pct = 20.4
instances_no_fill = 827

[detailed_routing]
wl_mm = 14.1
wl_met2_mm = 6.47
drt_iter0_drc = 246
vias = 4505
drc = 0
wl_per_cell_um = 17.0
maxUsedRoutingLayer = met4
wl_met1_mm = 6.65
ant_nets = 0
firstDrtPassIters = 4
wl_met3_um = 869
routed_via_density = 5.45
antenna_cells_inserted = 0

[run]
cap_violations = 0
tool_warnings = 42

[pwr]
ir_worst_vdd_mv = 0.385
power.density_nw_per_um2 = 442
cellLeakagePower_nw = 3.06

[floorplanning]
rows = 42
dieArea_um2 = 14400
io_pins = 84
fp_util_pct = 51.9
core_area_um2 = 13400
die_y_um = 120
die_x_um = 120

[run_status]
outcome = finished clean
[layer usage]
layer  vias to the layer above  global-route usage (%)
li1                       2230                       -
met1                      2149                    37.5
met2                       118                    32.6
met3                         8                    6.75
met4                         0                    2.11
met5                         -                       0
[logic make-up after synthesis]
family          count (synthesis)  synth area share, %
buf+inv                        55                 3.51
simple gates                  186                 14.1
other cells                     1               0.0539
xor+xnor                       19                 2.39
flops                         156                 57.3
compound gates                 77                 7.49
fa+ha+maj                      17                 3.06
mux                            63                 12.1
[final timing paths]
check,startpoint,endpoint,slack [ps]
worst max register to register,rbrc[8],rfifo[3][3],1480
worst min-delay path,rxlp[0],rxlp[1],360
worst max-delay path,twp[0],dr[9],1110
worst min register to register,rxlp[0],rxlp[1],360
[state kept, by name, summed over array words and instances (netlist names), 3 cells and up, named ones only]
name / flops
br: 14
rx: 7
rfifo: 32
tbrc: 14
rst: 3
rbrc: 14
tfifo: 32
rbc: 3
tx: 8
tst: 4
tbc: 3
[power by group]
part | switching [W] | internal [W]
Combinational | 0.000237 | 0.000228
Sequential | 0.0000759 | 0.00167
Clock | 0.000621 | 0.000861
[critical path: cells and delay by family, from the launching register on]
| kind | cells | cell delay (ps) |
|---|---|---|
| buffers and inverters | 2 | 560 |
| DFF | 1 | 390 |
| and+or+nand+nor | 2 | 370 |
| adders and majority gates | 1 | 340 |
| xor gates and xnor gates | 1 | 180 |
[cell type report]
cell class / instances / area [um2] / share of cell area (%)
Clock inverter: 13 / 131 / 1.57
Sequential cell: 156 / 3980 / 47.6
Clock buffer: 19 / 453 / 5.41
Tap cell: 176 / 220 / 2.63
Multi-Input combinational cell: 365 / 2730 / 32.6
Inverter: 17 / 63.8 / 0.762
Timing Repair Buffer: 81 / 788 / 9.42
[cells in the mapped netlist (7+ instances only)]
master / number
edfxtp_1: 86
nor2_1: 46
o21ai_0: 20
dfxtp_1: 70
nand3_1: 7
nand2_1: 28
inv_1: 17
nor4_1: 13
nor3_1: 15
o22ai_1: 8
ha_1: 17
mux2_2: 8
and2_1: 38
clkbuf_1: 28
mux2i_1: 39
mux4_2: 16
a21oi_1: 18
xnor2_1: 17
[metrics by stage]
stage               setup WS (ps)  utilization [%]  hold WS, ps  total power (W)
floorplan                    1670                -          331          0.00213
global placement              989             58.1          341          0.00223
detailed placement            936             58.1          348          0.00224
CTS                          1070             62.5          369          0.00373
global route                  985             62.5          375          0.00386
finish                       1110             62.5          364          0.00370
Power is estimated from default activity; no workload was simulated.
