[design/flow/design.v]
`timescale 1ns/1ns
 typedef logic [1:0]         u2_t;
 typedef logic [2:0]         u3_t;
 typedef logic signed [2:0]  s3_t;
 typedef logic [3:0]         u4_t;
 typedef logic signed [3:0]  s4_t;
 typedef logic [4:0]         u5_t;
 typedef logic [5:0]         u6_t;
 typedef logic [6:0]         u7_t;
 typedef logic [7:0]         u8_t;
 typedef logic signed [7:0]  s8_t;
 typedef logic [8:0]         u9_t;
 typedef logic signed [8:0]  s9_t;
 typedef logic [9:0]         u10_t;
 typedef logic signed [9:0]  s10_t;
 typedef logic [10:0]        u11_t;
 typedef logic signed [10:0] s11_t;
 typedef logic [11:0]        u12_t;
 typedef logic signed [11:0] s12_t;
 typedef logic [15:0]        u16_t;
 typedef logic signed [15:0] s16_t;
 typedef logic [16:0]        u17_t;
 typedef logic signed [16:0] s17_t;
 typedef logic [17:0]        u18_t;
 typedef logic signed [17:0] s18_t;
 typedef logic [19:0]        u20_t;
 typedef logic signed [19:0] s20_t;
 typedef logic [23:0]        u24_t;
 typedef logic signed [23:0] s24_t;
 typedef logic [27:0]        u28_t;
 typedef logic signed [27:0] s28_t;
 typedef logic [28:0]        u29_t;
 typedef logic signed [28:0] s29_t;
 typedef logic [31:0]        u32_t;
 typedef logic signed [31:0] s32_t;
 typedef logic [32:0]        u33_t;
 typedef logic signed [32:0] s33_t;
 typedef logic [33:0]        u34_t;
 typedef logic signed [33:0] s34_t;
 typedef logic [47:0]        u48_t;
 typedef logic signed [47:0] s48_t;
 typedef logic [63:0]        u64_t;
 typedef logic signed [63:0] s64_t;
module i8mac (
  input  logic clk     ,  
  input  logic xreset  ,  
  input  logic aen     ,  
  input  logic acl     ,  
  input  logic rdy     ,  
  input  logic ivalid  ,  
  input  s8_t  in_d    ,  
  input  s8_t  fil_d   ,  
  input  s32_t bias    ,  
  input  s9_t  in_offs ,  
  input  s9_t  out_offs,
  input  s18_t out_mult,
  input  u8_t  out_shift,
  output s8_t  accd    ,  
  output logic acvalid    
);
  s32_t acc;
  s32_t accm;
  s32_t xx;
  u32_t mask, th, rem;
  logic [3:0] aen_d;
  logic cl, en, ben, en1;
  s8_t  in_d1, fil_d1;
  s18_t accn;
  assign cl = rdy && acl;
  assign en = rdy && aen && ivalid;
  assign ben = rdy && !aen && aen_d[0];
  always@(posedge clk) begin
    in_d1 <= in_d;
    fil_d1 <= fil_d;
    en1 <= en;
  end
  assign accn = 9'(s9_t'(in_d1) + in_offs) * s9_t'(fil_d1);
  always@(posedge clk) begin
    if(cl) begin
      acc <= 'd0;
    end else begin
      acc <= acc + (en1 ? s32_t'(accn) : 32'sd0) + (ben ? bias : 32'sd0);
    end
  end
  always@(posedge clk) begin
    if(!xreset) begin
      aen_d <= 'd0;
    end else if(rdy) begin
      aen_d <= {aen_d[2:0], aen};
    end
    if(!xreset) begin
        acvalid <= '0;
    end else if(!aen_d[0] && aen_d[1]) begin		 
        xx <= s48_t'(acc * out_mult) >>> 16;
    end else if(!aen_d[1] && aen_d[2]) begin	 
        accd <= accm < -128 ? -128 : accm > 127 ? 127 : accm[7:0];
        acvalid <= '1;
    end else begin
        acvalid <= '0;
    end
  end
  assign mask = (1 << out_shift) - 1;
  assign th = (mask >> 1) + (acc < 0);
  assign rem = xx & mask;
  assign accm = signed'(((xx >>> out_shift) + out_offs) + ((rem > th)?1:0));
endmodule
[design/flow/constraint.sdc]
current_design i8mac

set clk_period 20.8
set clk_io_pct 0.2

create_clock -name clk0 -period $clk_period [get_ports {clk}]

set non_clock_inputs [all_inputs -no_clocks]
set_input_delay [expr $clk_period * $clk_io_pct] -clock clk0 $non_clock_inputs
set_output_delay [expr $clk_period * $clk_io_pct] -clock clk0 [all_outputs]
[design/flow/run.sh]
#!/bin/bash
# OpenROAD 26Q1-2900-gdf79404cd8, Yosys 0.63+post, stock flow scripts
make -C /OpenROAD-flow-scripts/flow DESIGN_CONFIG=/design/flow/config.mk WORK_HOME=/design/flow/orfs finish
[design/flow/config.mk]
export PLATFORM = sky130hd
export DESIGN_NAME = i8mac
export DESIGN_NICKNAME = i8mac
export VERILOG_FILES = /design/flow/design.v
export SDC_FILE = /design/flow/constraint.sdc
export NUM_CORES = 4
export LEC_CHECK = 1
export CORE_UTILIZATION = 40
==> results.json <==
{
  "top_cell_area_share": 0.391,
  "drt_iter0_drc": 1176,
  "path_clk_slew_ns": 0.07,
  "area_growth_syn_to_layout_pct": 7.66,
  "worstSkewPairLatency_ns": 0.39,
  "ctsHoldBuffers": 0,
  "antennaDiodeCount": 0,
  "post_cts_resized": 0,
  "finClkSkew_ns": 0.0215,
  "cts-htree-levels": 3,
  "top_cells_by_area": "fa_1 39%, ha_1 9.5%, inv_1 7.2%, nand2_1 5.8%, and2_1 5.2%",
  "placed_cell_area_um2": 34600,
  "fin_area_um2": 35000,
  "setup_ws_ns": 6.50,
  "synth_seq_share": 0.0697,
  "clock_sinks": 93,
  "drive_gt1_frac": 0.0428,
  "worstMarginPinSlew_ns": 0.831,
  "setup_violations": 0,
  "synthArstFlopShare": 0,
  "wl_per_cell_um": 17.3,
  "hold_violations": 0,
  "clk_path_buf_depth": 2,
  "numSynthFlops": 93,
  "crit_required_ns": 20.90,
  "most_common_cell": "fa_1",
  "ios": 107,
  "yosysTopAreaCell": "fa_1",
  "grt_pass1_vias": 26000,
  "syn_area_um2": 32500,
  "cts_buffers": 9,
  "cts_root_buffer": "clkbuf_16",
  "slew_violations": 0,
  "edf_count": 40,
  "dr_total_vias": 24500,
  "avgViaCountPerCell": 5.12,
  "ant_nets": 0,
  "ys_cells": 3712,
  "synth_cell_types": 85,
  "crit_fanout": 28,
  "synthTopCellsByCount": "634 x fa_1, 627 x inv_1, 501 x nand2_1, 271 x and2_1, 247 x ha_1",
  "grt_usage": 0.226,
  "synthCells": 3712,
  "drcViolationCount": 0,
  "nFillCells": 7931,
  "routed_wl_um": 82700,
  "chipWidth_um": 287,
  "slew_headroom": 0.445,
  "worstSetupPathType": "in -> reg",
  "antenna_found_initial": 1,
  "timing.hold.ws_ns": 0.519,
  "warnings": 25,
  "cap_violations": 0,
  "ys_chip_area_um2": 32500,
  "grt_pass1_wl_um": 139000,
  "endpoint_kind": "flip-flop",
  "cts_setup_buffers": 0,
  "start_kind": "primary input",
  "slowest_stage": "o41ai_4",
  "grt.overflow.total": 0,
  "outcome": "completed",
  "core_um2": 80400,
  "synth-warning-count": 1,
  "io_buffers": 106,
  "clock.fmax_mhz": 69.9,
  "gp_congestion": 0.933,
  "fin_crit_ns": 14.30,
  "rsz0062_at_grt": "no",
  "dp_hpwl_um": 65600,
  "hp-class": "reg -> reg",
  "initCoreUtil": 0.404,
  "dp_slack_ns": 6.17,
  "tns_ns": 0,
  "dieArea_um2": 82300,
  "grt_max_degree": 66,
  "rows": 104,
  "worst_ep_arrival_time_ns": 14.40,
  "die_h_um": 287,
  "finalCritPeriodShare": 0.687,
  "ff_type": "dfxtp_1",
  "critPathMaxStageDelay_ns": 0.59,
  "cts_tree": "built",
  "syn_area_per_cell_um2": 8.75,
  "firstDrtPassIters": 6
}
==> path summary, 6_finish.rpt <==
| kind | startpoint | to | slack, ns | cells past startpoint |
|---|---|---|---|---|
| worst max-delay path | out_shift[4] | accd[0]$_SDFFCE_PP0P_ | 6.50 | 40 |
| worst min register to register | acvalid$_SDFFE_PN0N_ | acvalid$_SDFFE_PN0N_ | 0.52 | 1 |
| worst min-delay path | acvalid$_SDFFE_PN0N_ | acvalid$_SDFFE_PN0N_ | 0.52 | 1 |
| worst max register to register | in_d1[0]$_DFF_P_ | acc[31]$_SDFF_PP0_ | 11.86 | 32 |
==> placed cells by master, fill, tap and decap left out, types with 17 or more instances in the layout <==
cell | Yosys | final
xor2_1 | 45 | 45
and2_1 | 271 | 271
nand2b_1 | 58 | 58
a21o_1 | 65 | 65
nor3_1 | 37 | 37
nand2_1 | 501 | 501
mux2_2 | 41 | 41
xnor2_1 | 85 | 85
buf_4 | 1 | 68
nor2_1 | 142 | 142
or3_1 | 17 | 17
nor2b_1 | 40 | 40
ha_1 | 247 | 247
nand3_1 | 35 | 35
inv_1 | 627 | 627
edfxtp_1 | 40 | 40
a21oi_1 | 136 | 136
clkdlybuf4s50_1 | 0 | 102
o21ai_0 | 121 | 121
o21a_1 | 31 | 31
nand4_1 | 17 | 17
mux2i_1 | 66 | 65
fa_1 | 634 | 634
dfxtp_1 | 53 | 53
==> routing by layer <==
metal,share of wire,up-vias,GRT usage
met5,0,-,0.00116
met4,0.014,0,0.0263
met3,0.068,59,0.0587
met1,0.44,12000,0.329
li1,-,11700,-
met2,0.48,696,0.364
==> metrics by stage <==
| step | utilization | std cells |
|---|---|---|
| floorplan | - | 3712 |
| global placement | 0.431 | 4759 |
| detailed placement | 0.431 | 4759 |
| CTS | 0.435 | 4775 |
| global route | 0.435 | 4775 |
| finish | 0.435 | 4775 |
==> worst max-delay path, delay by kind of cell <==
family,cells,cell delay (ns)
AOI/OAI and AO/OA,14,3.30
buffers and inverters,5,1.57
adders and majority gates,5,1.52
xor gates and xnor gates,1,0.21
and+or+nand+nor,15,3.60
==> cell type report <==
cell class	instances	area (um2)	share of cell area
clock buffer	9	225	0.00644
clock inverter	7	88.8	0.00254
sequential	93	2260	0.0647
multi-input combinational	2803	27100	0.776
timing repair buffer	174	1550	0.0444
inverter	629	2360	0.0675
tap	1060	1330	0.0379
==> cell families after synthesis <==
kind of cell               synth area share
adders and majority gates             0.486
buffers and inverters                0.0946
muxes                                0.0366
AOI/OAI and AO/OA                     0.102
xor gates and xnor gates             0.0351
and+or+nand+nor                       0.176
DFF                                  0.0697
==> registers in the layout, summed over array words and instances, names as in the netlist <==
signal,flops
in_d1,8
en1,1
acvalid,1
fil_d1,8
acc,32
accd,8
xx,32
aen_d,3
